File: ./design.v
module FA (sum, c_out, a, b, c_in);
  output 			sum, c_out;
  input 			a, b, c_in;
  wire 			w1, w2, w3;
  HA 	M1 (w1, w2, a, b);
  HA	M2 (sum, w3, w1, c_in);
  or	 		M3 (c_out, w2, w3);
endmodule
module FA4 (sum, c_out, a, b, c_in);
  output [3: 0] 	sum;
  output 		c_out;
  input 	[3: 0] 	a, b;
  input 		c_in;
  wire 		c_in2, c_in3, c_in4;
  FA M1 (sum[0], 	c_in2,	a[0], b[0], c_in);
  FA M2 (sum[1], 	c_in3, 	a[1], b[1], c_in2);
  FA M3 (sum[2], 	c_in4, 	a[2], b[2], c_in3);
  FA M4 (sum[3], 	c_out, 	a[3], b[3], c_in4);
endmodule 
module HA (sum, c_out, a, b);
  output 			sum, c_out;
  input 			a, b;
  xor 			M1 (sum, a, b);  
  and 			M2 (c_out, a, b);
endmodule
module RA8 (sum, c_out, a, b, c_in);
  output [7:0] 	sum;
  output 		c_out;
  input 	[7:0] 	a, b;
  input  		c_in;
  wire 		c_in4,  c_out;
  FA4 M1 	(sum[3:0], 	c_in4, 	a[3:0], 		b[3:0], 		c_in);
  FA4 M2 	(sum[7:4], 	c_out, 	a[7:4], 		b[7:4], 		c_in4);
endmodule
File: ./run.sh
#!/bin/bash
# OpenROAD 26Q1-2900-gdf79404cd8, Yosys 0.63+post, stock flow scripts
make -C /OpenROAD-flow-scripts/flow DESIGN_CONFIG=/design/flow/config.mk WORK_HOME=/design/flow/orfs finish
File: ./config.mk
export PLATFORM = sky130hd
export DESIGN_NAME = RA8
export DESIGN_NICKNAME = RA8
export VERILOG_FILES = /design/flow/design.v
export SDC_FILE = /design/flow/constraint.sdc
export NUM_CORES = 4
export LEC_CHECK = 1
export CORE_AREA = 10 10 70 70
export DIE_AREA = 0 0 80 80
File: ./constraint.sdc
current_design RA8

set clk_period 6.1
set clk_io_pct 0.2

create_clock -name clk0 -period $clk_period

set non_clock_inputs [all_inputs -no_clocks]
set_input_delay [expr $clk_period * $clk_io_pct] -clock clk0 $non_clock_inputs
set_output_delay [expr $clk_period * $clk_io_pct] -clock clk0 [all_outputs]
==> changes_impl.md <==
### Physical design

* Power, Total at 0.0453 mW
* Worst min path class: in -> out
* CTS Hold Bufs at 0
* Die height at 80 µm
* RSZ-0062 raised after global routing: no
* GRT Residual Overflow at 0
* Slew Limit Headroom at 93.1%
* Sequential element share of the synthesized area at 0%
* Worst Path Required at between 4 and 5 ns
* TritonRoute pass-1 iters at 1
* Least-Margin Pin Slew at 0.104 ns
* Min-delay src: b[7]
* Crit path top cell by count: fa_2
* Syn Area/Cell at around 9.9 µm²
* Starting DRT DRC Count at 0
* Total core area at 3420 µm²
* Initial antenna violation count at 0
* VDD IR max at 0.0000283 V
* Final hold violation count at 0
* # Max-Cap Violations at 0
* Power Dens Cells at 85.7 nW/µm²
* Seq. cell area at 0 µm²
* Initial core utilization at 7.55%
* Global placer's final weighted congestion at 0.841
* Critical path class: in -> out
* Fillcell total at 392
* WP data arrival at 4.69 ns
* Final Cycle Share at 96.8%
* Unique cell type count in the Yosys netlist at 3
* Post-DP HPWL at approximately 740 µm
* Chip area at 6400 µm²
* Leakage power at 0.209 nW
* # Cells Yosys at 26
* Share of layout cells above drive strength 1 at 25.0%
* Final wirelength at 742 µm
* Critical path origin: a[0]
* Input/output buffers at 26
* CP Launch Type: input pin
* Post-Syn Area at 258 µm²
* Worst Path Buf+Inv at 6
* Final Max Tran Viols at 0
* Global-route wire length before repair at around 1100 µm
* IO Count at 26
* Flops at 0
* Routed vias at 207
* Slowest stage cell on the critical path: fa_1
* Synth Instances at 26
* DRC at 0
* Worst path cell trace: dlygate4sd2_1 > inv_2 > fa_2 > inv_1 > fa_2 > fa_2 > fa_2 > fa_2 > fa_2 > fa_2 > inv_2 > fa_1 > inv_1 > dlygate4sd2_1
* Chip area in the Yosys report at 258 µm²
* Outcome: finished, final reports clean
* Tmin final at 5.91 ns
* Logic area at between 150 and 200 µm²
* Setup crit end kind: output port
* Top cell area share at 62.1%
* Top Family by Delay on Critical Path: adder cells
* Layout area overhead at 105%
* Standard-cell row count at 21
* Via/cell ratio at 2.30
* DR WL/cell at 8.24 µm
* Final setup fails at 0
* Critical Path Fanout Max at 1
* Fmax at 0.169 GHz
* Slowest cell delay on critical path at between 0.3 and 0.4 ns
* Tool warnings at 32
* Synth warn at 0
* Antenna cells at 0
* Final Util at 15.5%
* Antenna Nets Post-Route at 0
* # clk buffers at 0
* Post-synth top area cell: fa_1
* Width of the die at roughly 80 µm
* Largest net degree at the start of global routing at 2
* Synth top area cells: fa_1 (62%), buf_4 (23%), inv_1 (15%)
* GRT Util Overall at 2.24%
* Vias in the first global route at 251
## power by group
group,internal [mW],total [mW],switching (mW)
combinational,0.0326,0.0453,0.0127
clock,0,0,0
sequential,0,0,0
total,0.0326,0.0453,0.0127
## placed cells by master (no fill, tap or decap)
| master | netlist | layout |
|---|---|---|
| clkdlybuf4s50_1 | 0 | 22 |
| dlygate4sd2_1 | 0 | 4 |
| fa_1 | 8 | 1 |
| fa_2 | 0 | 7 |
| inv_1 | 10 | 6 |
| inv_2 | 0 | 4 |
## per-stage QoR
step	setup TNS, ns	cell area [µm²]	hold slack, ns	setup WS [ns]	cells
floorplan	0	258	2.66	0.564	26
global placement	-0.385	515	3.50	-0.360	90
detailed placement	-0.431	515	3.49	-0.390	90
CTS	0	528	3.34	0.157	90
global route	0	528	3.37	0.0522	90
finish	0	528	3.32	0.194	90
## Yosys cell counts (all sizes together)
master and n:
inv 10, buf 8, fa 8
## layer usage
metal	GRT usage [%]	wire, µm
met5	0	0
met4	0	0
met3	1.70	181
met2	2.73	189
met1	3.17	371
## worst min-delay path, stage by stage
cell	delay, ns
clkdlybuf4s50_1	0.39
inv_1	0.07
fa_1	0.15
inv_1	0.03
dlygate4sd2_1	0.24
## timing repair
item	4_1_cts	5_1_grt
gates resized	15	0
buffers inserted	0	0
endpoints found under the setup margin	2	0
## area by class of cell
type | instances | share of cell area (%)
repair buffers | 26 | 48.3
multi-input cells | 8 | 33.6
well taps | 46 | 10.9
inverters | 10 | 7.11
## path summary, 6_finish.rpt
path	end	slack [ns]	cells past startpoint
setup / recovery	sum[7]	0.19	14
hold / removal	sum[7]	3.32	5
## logic make-up after synthesis
logic type / synth area share, %
buffers and inverters: 37.9
adder cells (fa/ha/maj): 62.1
Power is estimated from default activity; no workload was simulated.
