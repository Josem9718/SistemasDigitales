**./config.mk**
```make
export PLATFORM = sky130hd
export DESIGN_NAME = DECO
export DESIGN_NICKNAME = DECO
export VERILOG_FILES = /design/flow/design.v
export SDC_FILE = /design/flow/constraint.sdc
export NUM_CORES = 4
export LEC_CHECK = 1
export CORE_AREA = 10 10 70 70
export DIE_AREA = 0 0 80 80
```
**./design.v**
```verilog
module ADDER(fsum, fcarry, a, b, ci);
input[3:0] a,b;
input ci;
output [3:0]fsum;
output [1:0]fcarry;
wire ci2,ci3,ci4;
full_adder FA1(fsum[0], ci2, a[0], b[0], ci);
full_adder FA2(fsum[1], ci3, a[1], b[1], ci2);
full_adder FA3(fsum[2], ci4, a[2], b[2], ci3);
full_adder FA4(fsum[3], fcarry, a[3], b[3], ci4);
endmodule
module full_adder(fsum, fcarry, a, b, ci);
input a, b, ci;
output fsum;
output [1:0]fcarry;
wire W1, W2, W3;
half_adder M1(W1, W2, a, b);
half_adder M2(fsum, W3, W1, ci);
or M3(fcarry, W2, W3);
endmodule
module half_adder(hsum, hcarry, a, b);
input a, b;
output hsum, hcarry;
xor M1(hsum, a, b);
and M2(hcarry, a, b);
endmodule 
module BCDFA(SW, DIS	);
	output[6:0]	DIS;
	input [3:0]	SW;
assign DIS[0] = (~SW[3] & ~SW[2] & ~SW[1] & SW[0])|(SW[2] & ~SW[1] & ~SW[0]);
assign DIS[1] = (SW[2] & ~SW[1] & SW[0])  |(SW[2] & SW[1] & ~SW[0]);
assign DIS[2] = (~SW[2] & SW[1] & ~SW[0]);
assign DIS[3] = (~SW[3] & ~SW[2] & ~SW[1] & SW[0]) | (SW[2] & ~SW[1] & ~SW[0]) | (SW[2] & SW[1] & SW[0]);
assign DIS[4] = (SW[0]) | (SW[2] & ~SW[1]);
assign DIS[5] = (SW[1] & SW[0]) | (~SW[2] & SW[1]) |(~SW[3] & ~SW[2] & SW[0]);
assign DIS[6] = (~SW[3] & ~SW[2] & ~SW[1]) |(SW[2] & SW[1] & SW[0]);
endmodule
module DECO(SW, HEX0, HEX1);
input[8:0] SW;
output [6:0] HEX0,HEX1;
wire c_i, c_o;
wire[3:0] a, b, sum, num1, num2;
wire[4:0] tsum;
reg [4:0] COM;
reg [1:0] DP;
assign a = SW[7:4];
assign b = SW[3:0];
assign c_i = SW[8];
ADDER adder0 (sum, c_o, a, b, c_i);
assign tsum = {c_o,sum};
always@(tsum, c_o)
  begin
	if(tsum > 29)
		begin 
			COM = 5'd30;
			DP = 2'd3;
		end	
	else if(tsum > 19) begin COM = 5'd20;DP = 2'd2; end	
	else if(tsum > 9) begin COM = 5'd10; DP =2'd1; end
	else begin COM=5'd0; DP=2'd0; end
end
assign num1 = tsum - COM;
assign num2 = DP;
BCDFA dis1 (num1,HEX0);
BCDFA dis2 (num2,HEX1);
endmodule
```
**./constraint.sdc**
```tcl
current_design DECO

set clk_period 8.5
set clk_io_pct 0.2

create_clock -name clk0 -period $clk_period

set non_clock_inputs [all_inputs -no_clocks]
set_input_delay [expr $clk_period * $clk_io_pct] -clock clk0 $non_clock_inputs
set_output_delay [expr $clk_period * $clk_io_pct] -clock clk0 [all_outputs]
```
**./run.sh**
```bash
#!/bin/bash
# OpenROAD 26Q1-2900-gdf79404cd8, Yosys 0.63+post, stock flow scripts
make -C /OpenROAD-flow-scripts/flow DESIGN_CONFIG=/design/flow/config.mk WORK_HOME=/design/flow/orfs finish
```
==> flow_summary_export.csv <==
group,metric,value,unit
timing,setup_ws,0.734,ns
layout,stdcell_area,627,sq um
synth,ys_area,364,sq um
synth,synthCells,50,
place,gp_congestion,0.726,
layout,syn_to_final_growth,72.2,%
critical_path,endpoint,"HEX0[3]",
timing,period_used_share,0.914,
clocking,hold_buffers,0,
place,place_hpwl,958,microns
critical_path,cp_cell_sequence,"clkdlybuf4s50_1 -> fa_1 -> inv_1 -> fa_1 -> fa_1 -> inv_1 -> fa_1 -> or2b_1 -> o21ai_0 -> ha_1 -> inv_1 -> fa_1 -> nand2b_1 -> nor4b_2 -> a211o_1 -> clkdlybuf4s50_1",
synth,yosysUniqueCellTypes,25,
floorplan,die_w,80,microns
layout,lay_top_count,"clkdlybuf4s50_1",
critical_path,start_kind,"primary input",
job,warning_count,32,
synth,synthDominantCellAreaShare,0.275,
critical_path,crit_top_cell,"fa_1",
critical_path,worstSetupPathType,"primary input to output pin",
synth,synth_area,364,sq um
route,drt_iter0_drc,16,
global_route,antenna_found_initial,0,
outcome,status,"finished, final reports clean",
global_route,grt_max_degree,9,
place,io_buffer_count,22,
clocking,cts_setup_buffers,0,
timing,setup-violations-final,0,
floorplan,core_area,3420,sq um
pwr,finalPower,118,uW
place,place_area,627,sq um
layout,drive_gt1_frac,0.0429,
route,drc,0,
route,routedWlPerCell,8.85,microns
synth,topCellsByArea,"fa_1 27%, inv_1 10%, nor2_1 7.2%",
synth,synth_top_cell_by_area,"fa_1",
floorplan,std_cell_rows,21,
floorplan,initCoreUtil,0.107,
global_route,gr-total-overflow,0,
route,wl,1030,microns
critical_path,crit_path_max_incr_delay,0.55,ns
global_route,grt_pass1_vias,351,
route,via_per_inst,3.24,
route,postRouteAntennaNets,0,
synth,ys_seq_share,0,
job,cap_viol_max_count,0,
critical_path,cp_data_required_time,6.80,ns
synth,ys.warnings.count,5,
timing,finalSetupTns,0,ns
pwr,cellPowerDensity,189,nW/um^2
clocking,cts_resized,0,
layout,postLayoutCoreUtil,0.184,
pwr,ir_worst_vdd,0.0000488,V
timing,rsz0062_at_grt,"no",
layout,nClkBuffers,0,
floorplan,die_area,6400,sq um
timing,slew_violations,0,
floorplan,die_h,80,microns
critical_path,cp_max_fo,8,
pwr,p_leak,0.262,nW
critical_path,worstPathArrival,6.07,ns
layout,seq_cells,0,
global_route,grt_use_total,0.0297,
timing,holdWs,4.59,ns
route,drtPass1Iterations,4,
layout,flop_area,0,sq um
route,via_count,376,
synth,ys_cells,50,
floorplan,io_pins,23,
critical_path,cp-end-kind,"output pin",
place,dp.cells,116,
layout,layout_top_cells,"22 x clkdlybuf4s50_1, 10 x inv_1, 7 x nor2_1, 5 x fa_1, 4 x nand2_1",
timing,fmax,0.129,GHz
route,n_antenna_cell,0,
critical_path,crit_path_start,"SW[0]",
place,place_ws,0.699,ns
critical_path,cpMaxStageDelayCell,"fa_1",
synth,syn-mean-instance-area,7.28,sq um
timing,finalHoldViolCount,0,
global_route,grt_pass1_wl,1620,microns
layout,fin_cells,116,
worst_hold_path,hold_path.class,"primary input to output pin",
timing,post-route-min-period,7.77,ns
-- logic make-up after synthesis --
family | after synthesis | synth area share
buf+inv | 12 | 0.144
compound gates | 10 | 0.199
fa+ha+maj | 6 | 0.309
simple gates | 20 | 0.313
xor+xnor | 1 | 0.0241
other cells | 1 | 0.0103
-- how the worst min path moves through the flow --
| stage | from | end | slack, ns | depth (start not counted) |
|---|---|---|---|---|
| 4_1_cts | SW[8] | HEX0[2] | 4.60 | 4 |
| 5_1_grt | SW[8] | HEX0[2] | 4.65 | 4 |
| 6_report | SW[8] | HEX0[2] | 4.59 | 4 |
-- metal layers --
| metal | share of wire | wire, microns | GRT usage |
|---|---|---|---|
| met3 | 0.074 | 76 | 0.00795 |
| met5 | 0 | 0 | 0 |
| met2 | 0.45 | 466 | 0.0482 |
| met4 | 0 | 0 | 0 |
| met1 | 0.47 | 485 | 0.0410 |
-- layout make-up --
class,count,area [sq um]
multi-input cells,38,312
repair buffers,22,220
inverters,10,37.5
fillers,393,2790
well taps,46,57.6
-- cell usage after synthesis, types with 2 or more instances --
cell type	count
inv_1	10
nor2_1	7
fa_1	5
nand2_1	4
a21oi_1	2
buf_4	2
o21ai_0	2
-- where the power goes --
group | switching [mW] | leakage, nW | total (mW) | internal, mW
Clock | 0 | 0 | 0 | 0
Sequential | 0 | 0 | 0 | 0
Combinational | 0.0456 | 0.262 | 0.118 | 0.0727
Total | 0.0456 | 0.262 | 0.118 | 0.0727
-- critical path, delay by kind of cell --
| kind | cells | cell delay [ns] |
|---|---|---|
| fa+ha+maj | 6 | 2.11 |
| buf+inv | 5 | 1.13 |
| simple gates | 3 | 0.77 |
| compound gates | 2 | 0.36 |
No activity file was given, so power comes from the tool's default toggle rates.
