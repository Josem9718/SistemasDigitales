File: ./constraint.sdc
current_design ALU

set clk_period 4.1
set clk_io_pct 0.2

create_clock -name clk0 -period $clk_period

set non_clock_inputs [all_inputs -no_clocks]
set_input_delay [expr $clk_period * $clk_io_pct] -clock clk0 $non_clock_inputs
set_output_delay [expr $clk_period * $clk_io_pct] -clock clk0 [all_outputs]
File: ./run.sh
#!/bin/bash
# OpenROAD 26Q1-2900-gdf79404cd8, Yosys 0.63+post, stock flow scripts
make -C /OpenROAD-flow-scripts/flow DESIGN_CONFIG=/design/flow/config.mk WORK_HOME=/design/flow/orfs finish
File: ./design.v
module ALU	  
	#(parameter WIDTH = 4)
	(output reg	[WIDTH -1: 0] 	y,
	input		[WIDTH -1: 0]	a, b,
	input					c_in,
	input		[WIDTH: 0]	select);
always @ (*)
begin
y= 4'b0;
case ({select, c_in})
6'b00000_0:	y = a;
6'b00000_1:	y = a + 1'b1;
6'b00001_0:	y = a + b;
6'b00001_1:	y = a + b + 1'b1;
6'b00010_0:	y = a + ~b;
6'b00010_1:	y = a + (~b) + 1'b1;
6'b00011_0:	y = a - 1'b1;
6'b00011_1:	y = b;
6'b00100_0:	y = a & b;
6'b00101_0:	y = a | b;
6'b00110_0: y = a ^ b;
6'b00111_0:	y = ~a;
6'b01000_0:	y = a << 1;
6'b10000_0:	y = a >> 1;		
6'b11000_0:	y = 0;  
6'b11001_0:	y = ~b;   
6'b11001_1:	y = a ^~ b;   
default:		y = 4'b0;
endcase
end
endmodule
File: ./config.mk
export PLATFORM = sky130hd
export DESIGN_NAME = ALU
export DESIGN_NICKNAME = ALU
export VERILOG_FILES = /design/flow/design.v
export SDC_FILE = /design/flow/constraint.sdc
export NUM_CORES = 4
export LEC_CHECK = 1
export CORE_AREA = 10 10 98 98
export DIE_AREA = 0 0 108 108
==> results.cfg <==
; synthesis and place-and-route metrics
[layout]
area_delta_synth_final_pct = 57.9
final-seq-area_um2 = 0
drive_gt1_share_pct = 33.3
clkbuf_count = 0
finalNonFillerCells = 312
flops = 0
final_cell_mix = 43 x buf_4, 12 x nor2_1, 11 x nand3_1
comb_area_um2 = 1090
n_fill_cell = 833
lay_top_count = buf_4
final_util_pct = 23.0
fin_area_um2 = 1760

[final_timing]
max_freq_mhz = 253
tns_ns = 0
rsz0062_at_grt = false
finalMaxSlewViolations = 0
hold_viol_final = 0
worst_pin_slew_ns = 0.620
setup_viol = 0
period_used_pct = 96.5
finalCriticalPeriod_ns = 3.96
slew_headroom_pct = 58.3

[yosys]
ys_types = 45
syn_inst = 158
syn_area_per_cell_um2 = 7.04
ys_area_um2 = 1110
synth_area_um2 = 1110
yosysWarnings = 1
yosys_cells = 158
ys_seq_share_pct = 0

[setup_path]
path_class = in2out
endpoint_kind = output pin
worstPathArrival_ns = 3.14
cp.required_ns = 3.28
crit_path_start = a[1]
path_max_fanout = 4
worstSetupStartpointType = primary input

[detailed_routing]
wl_per_cell_um = 12.7
drt_iter0_markers = 47
drc = 0
wirelength_mm = 3.96
via_per_inst = 4.39
ant_nets = 0
num_vias = 1369
insertedDiodeCount = 0
first_pass_iters = 5

[placement]
dp_cells = 308
place_congestion = 0.929
place.port_buffers = 18
dpl.hpwl_mm = 3.21
placed_area_um2 = 1670

[global_route]
use_met1_pct = 9.29
grt_util_met3_pct = 0.542
grt_pass1_vias = 1287
antenna_found_initial = 0
grt_use_total_pct = 6.65
busiest_layer = met2
grt_pass1_wl_mm = 6.49
grt-ovfl-total = 0
grt_max_degree = 21
grtUsageMet2_pct = 11.3

[floorplanning]
coreArea_um2 = 7650
placementRows = 32
die_h_um = 108
ios = 18
chipArea_um2 = 11700
dieWidth_um = 108
fp_util_pct = 14.5

[hold_path]
hold_start = b[1]
hp-class = in2out

[flow_run]
cap_violations = 0
warning_count = 39

[power]
vdd_ir_drop_max_mv = 0.0259
power_leakage_nw = 0.765
powerDensity_nw_per_um2 = 103
total_power_uw = 181

[run_status]
status = complete, no violations

[clock_network]
cts_hold_buf = 0
==> per-layer routing <==
| metal | wire [µm] | share of wire, % | vias to the layer above |
|---|---|---|---|
| li1 | - | - | 681 |
| met1 | 1770 | 45 | 645 |
| met2 | 1940 | 49 | 39 |
| met3 | 206 | 5.2 | 4 |
| met4 | 42 | 1.1 | 0 |
| met5 | 0 | 0 | - |
==> path summary, 6_finish.rpt <==
path,cells past startpoint,slack [ns],to
setup / recovery,10,0.14,y[2]
hold / removal,5,2.37,y[1]
==> power by group <==
part / switching, mW / internal [mW] / total [mW]
clock: 0 / 0 / 0
combinational: 0.0874 / 0.0940 / 0.181
sequential: 0 / 0 / 0
==> what timing repair did <==
item                                    4_1_cts  5_1_grt
buffers inserted                              3        1
resized                                      25       12
gates cloned                                  0        0
pin swaps                                    12       15
endpoints found under the setup margin        4        3
hold endpoints to repair                      0        0
==> cell usage after synthesis (4+ instances only) <==
cell,n,area share [%]
ha_1,14,16
nor2_1,13,4.4
inv_1,11,3.7
nand2_1,11,3.7
nand3_1,11,4.9
xnor2_1,8,6.3
mux2i_1,7,6.3
nor3_1,7,3.1
buf_2,6,2.7
o21ai_0,6,2.7
a21oi_1,5,2.2
a211oi_1,4,2.7
nor2b_1,4,2.2
xor2_1,4,3.1
==> cell families (layout without fill, tap and decap cells) <==
kind of cell	after synthesis	in the layout	synth area share [%]
mux	7	7	6.30
buf+inv	21	73	8.55
xor+xnor	12	12	9.45
compound gates	38	38	24.7
fa+ha+maj	17	17	21.1
simple gates	63	63	29.8
==> critical path, stage by stage <==
cell and delay [ns]:
dlygate4sd2_1 0.25, buf_6 0.14, fa_1 0.55, nor2_1 0.07
a21oi_2 0.11, ha_2 0.20, xor2_1 0.18, xnor2_1 0.09
a211o_1 0.32, clkdlybuf4s50_1 0.41
==> metrics by stage <==
stage / hold WS, ns / setup slack [ns]
2_1_floorplan: 1.71 / 0.267
3_3_place_gp: 2.82 / -0.387
3_5_place_dp: 2.81 / -0.421
4_1_cts: 2.58 / 0.00388
5_1_grt: 2.46 / 0.00432
6_report: 2.37 / 0.142
==> cell type report <==
class | count | area share [%]
multi-input combinational | 137 | 62.3
timing repair buffer | 62 | 28.1
inverter | 11 | 2.35
tap | 102 | 7.26
Power and IR drop assume default switching activity.
